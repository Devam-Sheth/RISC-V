File: ./design.v
	module registers(
					input clk,
					input reset,
					input [4:0] rs1,
					input [4:0] rs2,
					input [4:0] rd,
					input regwrite,
					input [31:0] datain,
					output wire [31:0] rs1_data,
					output wire [31:0] rs2_data
					);
		reg [31:0] Registers [31:0];
		assign rs1_data = (rs1 == 0) ? 0: Registers[rs1];
		assign rs2_data = (rs2 == 0) ? 0: Registers[rs2]; 
		always@(posedge clk or posedge reset)
			begin
			if (reset) begin
            integer i;
            for (i = 0; i < 32; i = i + 1)
                Registers[i] <= 32'd0;
			end
			else if(regwrite && rd!=0) begin
				Registers[rd] <= datain;
				end
			end
	endmodule		
File: ./run.sh
#!/bin/bash
# OpenROAD 26Q1-2900-gdf79404cd8, Yosys 0.63+post, stock flow scripts
make -C /OpenROAD-flow-scripts/flow DESIGN_CONFIG=/design/flow/config.mk WORK_HOME=/design/flow/orfs finish
File: ./config.mk
export PLATFORM = sky130hd
export DESIGN_NAME = registers
export DESIGN_NICKNAME = registers
export VERILOG_FILES = /design/flow/design.v
export SDC_FILE = /design/flow/constraint.sdc
export NUM_CORES = 4
export LEC_CHECK = 1
export CORE_UTILIZATION = 50
File: ./constraint.sdc
current_design registers

set clk_period 6.5
set clk_io_pct 0.2

create_clock -name clk0 -period $clk_period [get_ports {clk}]

set non_clock_inputs [all_inputs -no_clocks]
set_input_delay [expr $clk_period * $clk_io_pct] -clock clk0 $non_clock_inputs
set_output_delay [expr $clk_period * $clk_io_pct] -clock clk0 [all_outputs]
==> impl_metrics.json <==
{
  "synth-async-reset-ratio_pct": 100.0,
  "instances_no_fill": 6196,
  "routed_len_inst_um": 45.05,
  "element_type_at_the_critical_path_end": "output port",
  "synthesis.yosys.warnings": 2,
  "die-height_um": 323.6,
  "clock-root-buffer": "sky130_fd_sc_hd__clkbuf_16",
  "critical_path_type": "input pin to output port",
  "placedCellCount": 5979,
  "floorplan.die.width_um": 323.6,
  "critPathRequiredTime_ns": 5.20,
  "ctsHoldBuffers": 0,
  "gr-usage-all-layers_pct": 56.11,
  "vias_in_the_first_global_route": 46210,
  "synth_cells": 4649,
  "crit_arrival_ns": 5.04,
  "grt-ovfl-total": 0,
  "run_status": "finished, final reports clean",
  "globalplace.congestion": 1.082,
  "timing.critical_path.slowest_cell_delay_ns": 0.71,
  "cts_setup_buffers": 0,
  "ys_seq_share_pct": 48.02,
  "biggest_regs": "Registers x992",
  "largest_reg_by_ff_count": "Registers",
  "total_leakage_power_uw": 0.02604,
  "cts_inserted_buffers": 110,
  "synthesis.area_sq_mm": 0.05170,
  "chip_area_sq_mm": 0.1047,
  "min_path_type": "flop to flop",
  "floorplan.rows": 117,
  "power_per_cell_area_mw_per_mm2": 299.0,
  "drt_pass1_iterations": 7,
  "ctsLongestPathBuffers": 3,
  "route.final.wire_length_mm": 279.1,
  "layout_min_cycle_time_ns": 6.340,
  "dr_total_vias": 47870,
  "final-seq-area_sq_mm": 0.02482,
  "io_pins": 114,
  "drv.max_cap_violation_count": 0,
  "clock_sinks": 992,
  "grt_max_degree": 114,
  "detailed_place_hpwl_mm": 175.7,
  "largest_reg_flops": 992,
  "core_region_area_sq_mm": 0.1022,
  "ctsResizeCount": 0,
  "core_util_floorplan_pct": 50.60,
  "synth.distinct_cells": 73,
  "critical-path-top-cell-by-count": "sky130_fd_sc_hd__buf_4",
  "path_cells": "clkdlybuf4s50_1, buf_4, nor3b_2, buf_4, and2_1, buf_4, a22oi_1, and4_1, a31oi_1, clkdlybuf4s50_1",
  "syn_to_final_growth_pct": 15.64,
  "clock.latency.late_pin_ns": 0.73,
  "relSlewSlack_pct": 27.41,
  "final.setup_skew_ns": 0,
  "timing.critical_path.slowest_stage_cell": "sky130_fd_sc_hd__clkdlybuf4s50_1",
  "crit_path_max_fanout": 20,
  "tritoncts": "done",
  "edf_count": 0,
  "synth.avg_cell_area_sq_um": 11.12,
  "path_clk_slew_ns": 0.06,
  "log.warning_count": 42,
  "finalSetupViolations": 0,
  "grt_antenna_before_repair": 25,
  "max_clock_freq_mhz": 157.7,
  "detail_route.vias_per_cell": 7.726,
  "grt_setup_unrepaired": "no",
  "first_pass_grt_wire_length_mm": 380.7,
  "critical_path.startpoint_type": "input pin",
  "ys_area_sq_mm": 0.05170,
  "yosys_register_bits": 992,
  "vdd_drop_max_mv": 0.2540,
  "combGateArea_sq_mm": 0.02521,
  "hold_viol_final": 0,
  "numPortBuffers": 113,
  "final_core_utilization_pct": 58.51,
  "report.final.slew_viol_count": 0,
  "post-route-drc-count": 0,
  "ys_cells": 4649,
  "ant_nets": 0,
  "n_fill_cell": 8558,
  "ys.flop_type": "sky130_fd_sc_hd__dfrtp_1",
  "first_iter_violations": 6617,
  "drive_gt1_share_pct": 34.39,
  "tightest_slew_ns": 1.089,
  "htreeDepth": 3,
  "post-route-period-util_pct": 97.53
}
per-layer routing:
metal	GRT usage (%)	vias to the layer above	wire length [um]
met2	72.17	4348	109400
li1	-	18040	-
met3	34.73	1511	48290
met5	4.861	-	824
met4	37.02	41	25360
met1	70.39	23930	95220
cells in the final DEF, fill, tap and decap left out, types with 9 or more instances in the layout:
master,count
sky130_fd_sc_hd__nor3_1,19
sky130_fd_sc_hd__clkbuf_16,114
sky130_fd_sc_hd__o31a_1,20
sky130_fd_sc_hd__a2111oi_0,67
sky130_fd_sc_hd__nor2_1,23
sky130_fd_sc_hd__clkbuf_1,20
sky130_fd_sc_hd__clkinv_2,21
sky130_fd_sc_hd__nand2_2,14
sky130_fd_sc_hd__o2111ai_1,15
sky130_fd_sc_hd__and4_1,49
sky130_fd_sc_hd__inv_1,18
sky130_fd_sc_hd__nand2b_1,10
sky130_fd_sc_hd__nor2_2,23
sky130_fd_sc_hd__nand4_1,184
sky130_fd_sc_hd__nand3_1,596
sky130_fd_sc_hd__a22oi_1,356
sky130_fd_sc_hd__clkbuf_8,22
sky130_fd_sc_hd__and3_1,229
sky130_fd_sc_hd__nor2_4,28
sky130_fd_sc_hd__clkdlybuf4s50_1,105
sky130_fd_sc_hd__dfrtp_1,992
sky130_fd_sc_hd__nand2_1,72
sky130_fd_sc_hd__mux2_2,993
sky130_fd_sc_hd__buf_4,323
sky130_fd_sc_hd__and2_1,13
sky130_fd_sc_hd__a21oi_1,77
sky130_fd_sc_hd__buf_12,32
sky130_fd_sc_hd__nor4_1,38
sky130_fd_sc_hd__a222oi_1,33
sky130_fd_sc_hd__a31oi_1,56
sky130_fd_sc_hd__diode_2,18
sky130_fd_sc_hd__a221oi_1,9
sky130_fd_sc_hd__a22o_1,45
sky130_fd_sc_hd__o21ai_0,18
sky130_fd_sc_hd__bufinv_16,11
final cells by class:
type                    instances  share of cell area (%)
clock buffers                 156                   5.404
flip-flops and latches        992                   41.52
inverters                      20                  0.1318
diodes                         18                 0.07534
clock inverters                43                  0.8936
multi-input cells            3133                   42.17
repair buffers                466                   6.936
well taps                    1368                   2.863
stage by stage:
stage	setup TNS (ns)	hold WS (ns)	area, sq um	worst slack, ns	power, uW
after floorplan	-8398.60	0.4761	51700	-8.466	9829
final	0	0.5152	59780	0.1602	17880
after global placement	0	0.4891	55970	0.4867	11170
after CTS	0	0.5117	59740	0.4505	17740
after detailed placement	0	0.4980	55970	0.4733	11210
after global routing	0	0.5165	59740	0.2846	18340
worst paths after layout:
path                                  startpoint                end  slack, ns  depth (start not counted)
worst min-delay path            Registers[11][3]   Registers[11][3]       0.52                          1
worst min register to register  Registers[11][3]   Registers[11][3]       0.52                          1
worst max register to register   Registers[3][0]    Registers[3][0]       5.62                          1
min in group asynchronous                  reset  Registers[30][10]       1.02                          2
worst max-delay path                      rs1[2]       rs1_data[11]       0.16                         10
max in group asynchronous                  reset  Registers[26][21]       3.77                          4
cells by family after synthesis:
family                 synth area share [%]
DFF                                   48.02
buffers and inverters                 4.180
AOI/OAI and AO/OA                     11.00
muxes                                 21.77
and+or+nand+nor                       15.03
worst max-delay path, delay by kind of cell:
family / cells / cell delay (ns)
buf+inv: 5 / 2.35
simple gates: 3 / 0.89
compound gates: 2 / 0.47
report_power, final:
group / total (uW) / internal [uW] / switching (uW)
sequential: 8560 / 7380 / 1190
combinational: 2710 / 1360 / 1350
clock: 6600 / 3880 / 2730
cells in the mapped netlist, types with 39 or more instances:
| cell | count | area [sq um] |
|---|---|---|
| sky130_fd_sc_hd__nor4_1 | 39 | 244.0 |
| sky130_fd_sc_hd__buf_2 | 136 | 680.7 |
| sky130_fd_sc_hd__nand2_1 | 86 | 322.8 |
| sky130_fd_sc_hd__a2111oi_0 | 67 | 586.8 |
| sky130_fd_sc_hd__clkbuf_1 | 292 | 1096 |
| sky130_fd_sc_hd__nand3_1 | 598 | 2993 |
| sky130_fd_sc_hd__and4_1 | 49 | 429.2 |
| sky130_fd_sc_hd__nor2_1 | 67 | 251.5 |
| sky130_fd_sc_hd__nand4_1 | 184 | 1151 |
| sky130_fd_sc_hd__a22oi_1 | 356 | 2673 |
| sky130_fd_sc_hd__mux2_2 | 993 | 11180 |
| sky130_fd_sc_hd__a31oi_1 | 56 | 350.3 |
| sky130_fd_sc_hd__and3_1 | 232 | 1451 |
| sky130_fd_sc_hd__a22o_1 | 45 | 394.1 |
| sky130_fd_sc_hd__buf_1 | 70 | 262.8 |
| sky130_fd_sc_hd__a21oi_1 | 77 | 385.4 |
| sky130_fd_sc_hd__dfrtp_1 | 992 | 24820 |
Power is estimated from default activity; no workload was simulated.
