## run.sh

```bash
#!/bin/bash
# OpenROAD 26Q1-2900-gdf79404cd8, Yosys 0.63+post, stock flow scripts
make -C /OpenROAD-flow-scripts/flow DESIGN_CONFIG=/design/flow/config.mk WORK_HOME=/design/flow/orfs finish
```

## config.mk

```make
export PLATFORM = sky130hd
export DESIGN_NAME = ex_mem_pipeline_reg
export DESIGN_NICKNAME = ex_mem_pipeline_reg
export VERILOG_FILES = /design/flow/design.v
export SDC_FILE = /design/flow/constraint.sdc
export NUM_CORES = 4
export LEC_CHECK = 1
export CORE_UTILIZATION = 30
```

## constraint.sdc

```tcl
current_design ex_mem_pipeline_reg

set clk_period 1.0
set clk_io_pct 0.2

create_clock -name clk0 -period $clk_period [get_ports {clk}]

set non_clock_inputs [all_inputs -no_clocks]
set_input_delay [expr $clk_period * $clk_io_pct] -clock clk0 $non_clock_inputs
set_output_delay [expr $clk_period * $clk_io_pct] -clock clk0 [all_outputs]
```

## design.v

```verilog
module ex_mem_pipeline_reg (
    input clk, reset,
    input [31:0] pc_plus_4_in, alu_result_in, rs2_data_in, branch_target_in,
    input [4:0]  rd_addr_in,
    input branch_taken_in,
    input reg_write_in, mem_read_in, mem_write_in, mem_to_reg_in,
    input [1:0] access_sz_in,
    input s_us_in, jump_in, jalr_in,
    output reg [31:0] pc_plus_4_out, alu_result_out, rs2_data_out, branch_target_out,
    output reg [4:0]  rd_addr_out,
    output reg branch_taken_out,
    output reg reg_write_out, mem_read_out, mem_write_out, mem_to_reg_out,
    output reg [1:0] access_sz_out,
    output reg s_us_out, jump_out, jalr_out
);
    always @(posedge clk or posedge reset) begin
        if (reset) begin
            pc_plus_4_out <= 32'b0;
            alu_result_out <= 32'b0;
            rs2_data_out <= 32'b0;
            branch_target_out <= 32'b0;
            rd_addr_out <= 5'b0;
            branch_taken_out <= 1'b0;
            reg_write_out <= 1'b0;
            mem_read_out <= 1'b0;
            mem_write_out <= 1'b0;
            mem_to_reg_out <= 1'b0;
            access_sz_out <= 2'b10;
            s_us_out <= 1'b0;
            jump_out <= 1'b0;
            jalr_out <= 1'b0;
        end
        else begin
            pc_plus_4_out <= pc_plus_4_in;
            alu_result_out <= alu_result_in;
            rs2_data_out <= rs2_data_in;
            branch_target_out <= branch_target_in;
            rd_addr_out <= rd_addr_in;
            branch_taken_out <= branch_taken_in;
            reg_write_out <= reg_write_in;
            mem_read_out <= mem_read_in;
            mem_write_out <= mem_write_in;
            mem_to_reg_out <= mem_to_reg_in;
            access_sz_out <= access_sz_in;
            s_us_out <= s_us_in;
            jump_out <= jump_in;
            jalr_out <= jalr_in;
        end
    end
endmodule
```

==> job_summary.md <==
## PnR job results

| Metric | Value |
|---|---|
| Clk pwr share | 46.3% |
| Max-slew violations | 0 |
| Design Power | 13.28 mW |
| Final setup fails | 143 |
| Cell area after synthesis | 3583 um2 |
| First-pass GRT wire length | 15.68 mm |
| Sw Ratio | 19.26% |
| Post-CTS setup buffers | 0 |
| Number of global-route vias before repair | 2730 |
| Iter 0 DRT Violations | 120 |
| Max Cap Viol | 0 |
| Gr usage total | 18.08% |
| Non-Filler Instances | 615 |
| Synth area leader | dfrtp_1 |
| Flops after synth | 143 |
| Die Wd | 111.3 um |
| Hold-fix buffers, CTS | 0 |
| Pint | 10.73 mW |
| Die H | 111.3 um |
| GR Overflow Total | 0 |
| Slew headroom | 83.56% |
| Fraction of layout cells with a size suffix above 1 | 39.19% |
| Via/cell ratio | 3.997 |
| Static Leak | 3.158 nW |
| Most frequent logic cell in the layout | clkdlybuf4s50_1 |
| Critical path's top delay family | flip-flops |
| Top cells, area | dfrtp_1, dfstp_2, inv_1 |
| Worst-path clk slew | 0.06 ns |
| Peak Freq | 0.8426 GHz |
| P_sw | 2.558 mW |
| Worst-path fanout max | 1 |
| Max Root-Sink Buffers | 2 |
| Die area | 12390 um2 |
| # rows | 39 |
| Final worst slack | -0.1868 ns |
| CP bufs+invs | 1 |
| Worst IR drop on VDD | 1.655 mV |
| CTS tree | done |
| DRT Pass-1 Iters | 21 |
| Failing checks | setup timing |
| Area Overhead vs Synth | 85.86% |
| Status | finished, violations left |
| WP data required | 0.80 ns |
| CTS Buf Count | 17 |
| Critical-path cell list | buf_2 |
| Period utilization | 118.7% |
| Antenna Cells | 0 |
| Final hold vios | 0 |
| Yosys Warn Count | 1 |
| Via count | 2458 |
| Hold Path Class | in2async |
| Inst Count DP | 583 |
| Post-DP Area | 6782 um2 |
| Worst Path Arrival | 0.99 ns |
| CP max-delay cell | dfstp_2 |
| Unrepaired setup endpoints after global routing | true |
| H-tree levels | 4 |
| Antenna violations before repair | 0 |
| Slew at the pin with the worst max-slew slack | 0.2466 ns |
| Avg Cell Area, Syn | 24.88 um2 |
| Clock root cell | clkbuf_16 |
| CP endpoint kind | output pin |
| Core box area | 11520 um2 |
| Combinational Gates | 0 |
| Max incr delay on CP | 0.51 ns |
| Yosys Chip Area | 3583 um2 |
| Tmin final | 1.187 ns |
| Clk sink count | 143 |
| Remaining DRCs | 0 |
| Largest net degree at the start of global routing | 47 |
| Cell count in the Yosys report | 144 |
| Count of buffers from port buffering | 287 |
| Area leader share | 99.16% |
| DPL Wire Length | 7.826 mm |
| Final core utilization | 57.83% |
| Combinational gate area | 0 um2 |
| DRT Wirelength | 10.02 mm |
| Resized Gates After CTS | 456 |
| Register area share after synthesis | 99.90% |
| Critical path type | reg2out |
| Most common logic cells in the final layout | clkdlybuf4s50_1, buf_2, dfrtp_1, clkbuf_16, buf_12 |
| # IOs | 288 |
| Unique masters post-synth | 3 |
| P per Cell Area | 1995 nW/um2 |
| Post-Syn Instances | 144 |
| Sequential Power Share | 46.3% |
| Critical Path Source Type | flop |
| Antenna-violating nets left | 0 |
| Tool warnings | 28 |
| Starting density of the core | 31.12% |
| Wire length per cell | 16.29 um |
| Final instance area | 6660 um2 |
| Comb power frac | 7.4% |
| Placer Congestion | 0.7893 |
==> sequential cells by signal, indices dropped and copies added, names as in the netlist <==
signal	flops
mem_write_out	1
reg_write_out	1
mem_to_reg_out	1
pc_plus_4_out	32
jump_out	1
branch_target_out	32
jalr_out	1
alu_result_out	32
mem_read_out	1
rd_addr_out	5
access_sz_out	2
s_us_out	1
branch_taken_out	1
rs2_data_out	32
==> power groups by stage <==
stage | combinational [mW] | sequential [mW] | clock, mW
after CTS | 1.01 | 6.15 | 6.32
after global routing | 1.08 | 6.17 | 6.60
final | 0.983 | 6.14 | 6.16
==> final timing paths <==
path                             startpoint                 end  slack [ns]  cells after the start
setup / recovery           access_sz_out[1]    access_sz_out[1]       -0.19                      1
hold / removal                        reset    rs2_data_out[29]        0.22                      3
max in group asynchronous             reset  alu_result_out[25]        0.50                      3
min in group clk0           access_sz_in[1]    access_sz_out[1]        0.23                      1
==> cells in the mapped netlist, drive strengths merged <==
| master | instances |
|---|---|
| dfstp | 1 |
| inv | 1 |
| dfrtp | 142 |
==> area by class of cell <==
cell class / instances / area, um2
flip-flops and latches: 143 / 3580
fillers: 928 / 4856
inverters: 1 / 7.507
well taps: 143 / 178.9
clock inverters: 10 / 110.1
repair buffers: 296 / 2300
clock buffers: 22 / 484.2
==> kinds of logic (layout without fill, tap and decap cells) <==
group	count (synthesis)	after routing	share of synthesized area, %
buf+inv	1	329	0.1046
flops	143	143	99.90
==> per-layer routing <==
layer  part of all wire, %  vias up  wire [um]  GRT usage (%)
li1                      -     1076          -              -
met1                    31     1194       3132          22.43
met2                    51      176       5108          29.38
met3                    16       12       1573          9.142
met4                   2.0        0        203          3.423
met5                     0        -          0              0
==> metrics by stage <==
| step | setup TNS, ns | setup slack (ns) | hold WS (ns) |
|---|---|---|---|
| global route | -16.30 | -0.2325 | 0.2020 |
| global placement | -0.2147 | -0.1458 | 0.6374 |
| floorplan | -141.18 | -0.9902 | 0.2045 |
| CTS | -13.55 | -0.2121 | 0.2064 |
| detailed placement | -0.1954 | -0.1370 | 0.6323 |
| finish | -9.732 | -0.1868 | 0.2235 |
Power and IR drop assume default switching activity.
